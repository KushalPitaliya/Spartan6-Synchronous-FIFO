--- ./config.mk ---
export PLATFORM = sky130hd
export DESIGN_NAME = debounce
export DESIGN_NICKNAME = debounce
export VERILOG_FILES = /design/flow/design.v
export SDC_FILE = /design/flow/constraint.sdc
export NUM_CORES = 4
export LEC_CHECK = 1
export CORE_AREA = 10 10 94 94
export DIE_AREA = 0 0 104 104
--- ./constraint.sdc ---
current_design debounce

set clk_period 3.7
set clk_io_pct 0.2

create_clock -name clk0 -period $clk_period [get_ports {clk}]

set non_clock_inputs [all_inputs -no_clocks]
set_input_delay [expr $clk_period * $clk_io_pct] -clock clk0 $non_clock_inputs
set_output_delay [expr $clk_period * $clk_io_pct] -clock clk0 [all_outputs]
--- ./design.v ---
module debounce (
input clk,
input rst_n,
input noisy_in,
output reg debounced_pulse
);
parameter COUNTER_WIDTH = 20;  
reg [COUNTER_WIDTH-1:0] counter = 0;
reg synced_input_reg = 0;
reg debounced_signal_reg = 0;
reg prev_debounced_signal = 0;
always @(posedge clk or negedge rst_n) begin
if (!rst_n) begin
counter <= 0;
synced_input_reg <= 0;
debounced_signal_reg <= 0;
prev_debounced_signal <= 0;
end else begin
synced_input_reg <= noisy_in;
if (synced_input_reg == debounced_signal_reg) begin
counter <= 0;
end else begin
counter <= counter + 1;
end
if (&counter) begin  
debounced_signal_reg <= synced_input_reg;
end
prev_debounced_signal <= debounced_signal_reg;
end
end
always @(posedge clk) begin
debounced_pulse <= debounced_signal_reg & ~prev_debounced_signal;
end
endmodule
--- ./run.sh ---
#!/bin/bash
# OpenROAD 26Q1-2900-gdf79404cd8, Yosys 0.63+post, stock flow scripts
make -C /OpenROAD-flow-scripts/flow DESIGN_CONFIG=/design/flow/config.mk WORK_HOME=/design/flow/orfs finish
==> results.json <==
{
  "clk_pin_slew_ps": 90,
  "cp-start-kind": "flip-flop",
  "arrival_ps": 1980,
  "hp-class": "flip-flop to flip-flop",
  "yosysChipArea_sq_um": 1080,
  "numPortBuffers": 3,
  "yosysCellCount": 106,
  "placed_area_sq_um": 1240,
  "grt_pass1_vias": 721,
  "gp_congestion": 0.803,
  "finish.utilization": 0.192,
  "finalSetupViolCount": 0,
  "avgSynthCellArea_sq_um": 10.2,
  "largest_reg_flops": 20,
  "dp_hpwl_microns": 1220,
  "max_slew_margin": 0.725,
  "wl_per_cell_microns": 8.77,
  "path_max_fanout": 7,
  "p_leak_nw": 0.497,
  "synth_cell_type_count": 26,
  "status": "completed",
  "edf_count": 0,
  "maxCapViolCount": 0,
  "timing.final.crit_share": 0.495,
  "yosysTopAreaCellShare": 0.531,
  "vias": 769,
  "drc": 0,
  "cts_resized": 0,
  "power_density_nw_per_um2": 391,
  "netlist_area_sq_um": 1080,
  "hold_slack_ps": 405,
  "clkLatencyLatePin_ps": 270,
  "max_freq_mhz": 546,
  "clock_skew_ps": 6.40,
  "final_cells": 208,
  "regMostFlops": "counter",
  "grt_pass1_wl_microns": 3310,
  "tns_ps": 0,
  "ir_drop_uv": 257,
  "num_antenna_cells": 0,
  "ff_type": "dfrtp_1",
  "cts_buffers": 3,
  "holdBufCountCts": 0,
  "grt_max_degree": 24,
  "drtPass1Iterations": 4,
  "fill_cells": 768,
  "period_needed_ps": 1830,
  "critPathKind": "flip-flop to flip-flop",
  "die_w_microns": 104,
  "ys_seq_share": 0.549,
  "netlist_instances": 106,
  "antenna_found_initial": 0,
  "cts_setup_buffers": 0,
  "final_antenna_net_count": 0,
  "cp.required_ps": 3850,
  "core-area_sq_um": 6830,
  "synth_area_leader_cell": "dfrtp_1",
  "dp.cells": 204,
  "cts_root_buf": "clkbuf_8",
  "final_area_sq_um": 1310,
  "top_level_ports": 4,
  "cts_tree": "yes",
  "initCoreUtil": 0.159,
  "grt_use_total": 0.0347,
  "slew_viol_final": 0,
  "warnings": 25,
  "area_leaders": "dfrtp_1 53%, xnor2_1 4.8%, a21oi_1 4.2%",
  "h-tree-depth": 1,
  "drive_gt1_frac": 0.0714,
  "hold_viol": 0,
  "die.size.y_microns": 104,
  "cts_buffer_depth": 2,
  "rsz0062_at_grt": "false",
  "ys_warn_count": 1,
  "avgViaCountPerCell": 3.70,
  "numSynthFlops": 24,
  "cts_sinks": 24,
  "async_flop_share": 0.958,
  "synthToLayoutAreaGrowth_pct": 20.6,
  "drtIter0Drc": 63,
  "row_count": 30,
  "cp-end-kind": "flip-flop",
  "chip_area_sq_um": 10800,
  "wirelength_microns": 1830,
  "worst_slew_pin_slew_ps": 413,
  "grt_overflow": 0
}
[per-stage QoR]
step                total power, mW  setup slack (ps)
floorplan                     0.280              2080
global placement              0.291              1970
detailed placement            0.290              1910
CTS                           0.515              1880
global route                  0.531              1680
finish                        0.511              1870
[kinds of logic (layout without fill, tap and decap cells)]
logic type / Yosys count / after routing / share of synthesized area
xor+xnor: 10 / 10 / 0.0807
buf+inv: 7 / 13 / 0.0254
compound gates: 18 / 18 / 0.0900
mux: 1 / 1 / 0.0104
simple gates: 45 / 45 / 0.233
flops: 24 / 24 / 0.549
fa+ha+maj: 1 / 1 / 0.0115
[area by class of cell]
| cell class | count | area, sq um | share of cell area |
|---|---|---|---|
| Sequential cell | 24 | 596 | 0.455 |
| Tap cell | 96 | 120 | 0.0918 |
| Timing Repair Buffer | 5 | 45.0 | 0.0344 |
| Inverter | 4 | 15.0 | 0.0115 |
| Clock inverter | 1 | 30.0 | 0.0229 |
| Clock buffer | 3 | 41.3 | 0.0315 |
| Multi-Input combinational cell | 75 | 462 | 0.353 |
[report_power, final]
| part | internal, mW | switching (mW) | total (mW) |
|---|---|---|---|
| Combinational | 0.00624 | 0.0103 | 0.0166 |
| Sequential | 0.265 | 0.00269 | 0.268 |
| Clock | 0.145 | 0.0824 | 0.227 |
[worst max-delay path, stage by stage (launching register included)]
cell,delay (ps)
dfrtp_1,390
ha_1,200
and2_1,190
nand4_1,240
nor4_1,340
mux2_1,350
[cell usage after synthesis, drive strengths merged, types with 3 or more instances]
cell type,number
dfrtp,23
nor2,10
a21oi,9
nand3,6
nand4,6
o21ai,6
or3,6
xnor2,6
inv,4
nand2,4
xor2,4
o31ai,3
or4,3
[cells in the final DEF, fill, tap and decap left out]
cell type        synthesis  final
a21oi_1                  9      9
and2_1                   1      1
and3_1                   2      2
and4_4                   1      1
buf_4                    0      2
bufinv_16                0      1
clkbuf_8                 0      3
clkdlybuf4s50_1          0      3
dfrtp_1                 23     23
dfxtp_1                  1      1
ha_1                     1      1
inv_1                    4      4
mux2_1                   1      1
nand2_1                  4      4
nand3_1                  6      6
nand4_1                  5      5
nand4_2                  1      1
nor2_1                  10     10
nor2b_1                  2      2
nor3_1                   1      1
nor4_1                   2      2
o21ai_0                  6      6
o31ai_1                  3      3
or2_0                    1      1
or3_1                    6      6
or4_1                    3      3
xnor2_1                  6      6
xor2_1                   4      4
[final timing paths]
path                                                 start                               end  slack [ps]  cells after the start
min reg2reg                prev_debounced_signal$_DFF_PN0_           debounced_pulse$_DFF_P_         400                      1
max in group asynchronous                            rst_n             counter[18]$_DFF_PN0_        2660                      2
min in group asynchronous                            rst_n              counter[6]$_DFF_PN0_         810                      2
max                                   counter[0]$_DFF_PN0_  debounced_signal_reg$_DFFE_PN0P_        1870                      5
max reg2reg                           counter[0]$_DFF_PN0_  debounced_signal_reg$_DFFE_PN0P_        1870                      5
min                        prev_debounced_signal$_DFF_PN0_           debounced_pulse$_DFF_P_         400                      1
[layer usage]
layer  vias to the layer above  wire length, microns  GRT usage
met5                         -                     0          0
met2                        11                   800     0.0541
li1                        388                     -          -
met4                         0                    21    0.00298
met1                       368                   930     0.0484
met3                         2                    73     0.0100
Power is estimated from default activity; no workload was simulated.
